**design.v**
```verilog
module mux4machine(muxd, adrive, A, B, C, D, clk, reset, blank);
	output reg [3:0] muxd;
	output reg [3:0] adrive;
	input [3:0] A, B, C, D, blank;
	input clk, reset;
	parameter NUMSVAR=20;
	reg [NUMSVAR:1] nS, S;
	always @(posedge clk) begin
		if (reset) S <= 0;
		else S <= nS;
		end
	always @(S) begin
		nS = S + 1;
		end
	always @(S[NUMSVAR:NUMSVAR-1], A, B, C, D, blank) begin
		case(S[NUMSVAR:NUMSVAR-1])
			2'b11: begin muxd=A; adrive=(!blank[3] ? 4'b0111: 4'b1111); end
			2'b10: begin muxd=B; adrive=(!blank[2] ? 4'b1011: 4'b1111); end
			2'b01: begin muxd=C; adrive=(!blank[1] ? 4'b1101: 4'b1111); end
			2'b00: begin muxd=D; adrive=(!blank[0] ? 4'b1110: 4'b1111); end
			default: begin muxd=A; adrive=4'b1111; end
		endcase
		end
endmodule
```
**run.sh**
```bash
#!/bin/bash
# OpenROAD 26Q1-2900-gdf79404cd8, Yosys 0.63+post, stock flow scripts
make -C /OpenROAD-flow-scripts/flow DESIGN_CONFIG=/design/flow/config.mk WORK_HOME=/design/flow/orfs finish
```
**config.mk**
```make
export PLATFORM = sky130hd
export DESIGN_NAME = mux4machine
export DESIGN_NICKNAME = mux4machine
export VERILOG_FILES = /design/flow/design.v
export SDC_FILE = /design/flow/constraint.sdc
export NUM_CORES = 4
export LEC_CHECK = 1
export CORE_AREA = 10 10 101 101
export DIE_AREA = 0 0 111 111
```
**constraint.sdc**
```tcl
current_design mux4machine

set clk_period 3.3
set clk_io_pct 0.2

create_clock -name clk0 -period $clk_period [get_ports {clk}]

set non_clock_inputs [all_inputs -no_clocks]
set_input_delay [expr $clk_period * $clk_io_pct] -clock clk0 $non_clock_inputs
set_output_delay [expr $clk_period * $clk_io_pct] -clock clk0 [all_outputs]
```
==> flow_summary.html <==
<h3>Run summary</h3>
<table>
<tr><th>Metric</th><th>Value</th></tr>
<tr><th colspan="2">Clocking</th></tr>
<tr><td>Clock-pin slew on the worst setup and hold paths</td><td>~60 ps</td></tr>
<tr><td>Post-CTS Repair Setup Buffers</td><td>0</td></tr>
<tr><td>Cell at the root of the clock tree</td><td>clkbuf_8</td></tr>
<tr><td>CTS tree</td><td>yes</td></tr>
<tr><td>Number of buffers created by CTS</td><td>3</td></tr>
<tr><td>CTS hold repair buffers</td><td>0</td></tr>
<tr><td>H-tree lvl count</td><td>1</td></tr>
<tr><td>Number of gates given a new drive strength after cts</td><td>0</td></tr>
<tr><td>Clock Path Buffers</td><td>2</td></tr>
<tr><td>Insertion delay of the later-clocked pin in the worst-skew pair</td><td>between 200 and 300 ps</td></tr>
<tr><td>Clock tree sinks</td><td>20</td></tr>
<tr><th colspan="2">Floorplan</th></tr>
<tr><td>Overall chip area</td><td>between 10,000 and 15,000 um^2</td></tr>
<tr><td>Horizontal die dimension</td><td>about 110 um</td></tr>
<tr><td>FP Util</td><td>0.126</td></tr>
<tr><td>Floorplan die height</td><td>111 um</td></tr>
<tr><td>Number of top-level pins</td><td>30</td></tr>
<tr><td>Core Box Area</td><td>8130 um^2</td></tr>
<tr><td>Std-Cell Rows</td><td>33</td></tr>
<tr><th colspan="2">Worst setup path</th></tr>
<tr><td>Worst Path Buf+Inv</td><td>2</td></tr>
<tr><td>Critical path launch point type</td><td>primary input</td></tr>
<tr><td>WP data required</td><td>about 2600 ps</td></tr>
<tr><td>Slowest cell on the critical path</td><td>mux4_2</td></tr>
<tr><td>Chain of cells forming the critical path</td><td>clkdlybuf4s50_1 &gt; mux4_2 &gt; clkdlybuf4s50_1</td></tr>
<tr><td>Worst flop-to-flop path startpoint</td><td>S[1]</td></tr>
<tr><td>Setup crit start</td><td>A[2]</td></tr>
<tr><td>Cell occurring most often along the worst timing path</td><td>clkdlybuf4s50_1</td></tr>
<tr><td>Critical path capture point type</td><td>output port</td></tr>
<tr><td>Arrival time reported for the critical path endpoint</td><td>around 2000 ps</td></tr>
<tr><td>Critical path fanouts, max</td><td>1</td></tr>
<tr><td>Top delay family on crit path</td><td>buffers and inverters</td></tr>
<tr><td>Cell depth of the worst setup path</td><td>3</td></tr>
<tr><td>Crit Path Class</td><td>primary input to output port</td></tr>
<tr><td>CP peak stage delay</td><td>460 ps</td></tr>
<tr><td>Register-to-Register Path Depth</td><td>5</td></tr>
<tr><th colspan="2">Drt</th></tr>
<tr><td>Routed WL per cell</td><td>about 9.2 um</td></tr>
<tr><td>Diodes inserted</td><td>0</td></tr>
<tr><td>Detailed-route via count</td><td>872</td></tr>
<tr><td>Total detailed-routing wirelength</td><td>approximately 2200 um</td></tr>
<tr><td>DR vias/cell</td><td>3.56</td></tr>
<tr><td>Number of design-rule violations left by the first detailed-router iteration</td><td>43</td></tr>
<tr><td>Count of unresolved DRC violations after routing</td><td>0</td></tr>
<tr><td>Number of iterations in the first detailed-routing pass</td><td>3</td></tr>
<tr><td>Post-detailed-route count of antenna-violating nets</td><td>0</td></tr>
<tr><th colspan="2">Logic synthesis</th></tr>
<tr><td>Share of the yosys chip area belonging to registers</td><td>0.392</td></tr>
<tr><td>Unique cell types</td><td>29</td></tr>
<tr><td>Syn_area_per_cell</td><td>between 9 and 10 um^2</td></tr>
<tr><td>Async set or reset register ratio after synthesis</td><td>0</td></tr>
<tr><td>Number of enable flip-flop cells</td><td>0</td></tr>
<tr><td>Largest area contributor in the netlist</td><td>dfxtp_1</td></tr>
<tr><td>Yosys warning tally</td><td>1</td></tr>
<tr><td>Cells in synth_stat.txt</td><td>about 110</td></tr>
<tr><td>Yosys synthesis chip area</td><td>between 1000 and 1500 um^2</td></tr>
<tr><td>Top cell area share</td><td>0.392</td></tr>
<tr><td>Top cells by area</td><td>dfxtp_1, mux4_2, xnor2_1, nor2_1, nand3_1</td></tr>
<tr><td>Area fraction in and, or, nand and nor cells after synthesis</td><td>0.275</td></tr>
<tr><td>Yosys reg bits</td><td>20</td></tr>
<tr><td>Dominant register cell in the synthesized netlist</td><td>dfxtp_1</td></tr>
<tr><td>Mapped Cells</td><td>about 110</td></tr>
<tr><td>FA/HA/MAJ Cells, Area Fraction</td><td>0.0122</td></tr>
<tr><td>Post-synthesis compound-gate area fraction</td><td>0.0845</td></tr>
<tr><td>XOR-XNOR Cells, Area Fraction</td><td>0.0857</td></tr>
<tr><td>Netlist Area Pre-Place</td><td>1020 um^2</td></tr>
<tr><td>Mux cell area share after synthesis</td><td>0.0991</td></tr>
<tr><td>Dominant kind of combinational cell</td><td>simple AND/OR/NAND/NOR gates</td></tr>
<tr><th colspan="2">Power and ir drop</th></tr>
<tr><td>Power density over the cells</td><td>between 300 and 400 nW/um^2</td></tr>
<tr><td>Net switching power</td><td>roughly 84 uW</td></tr>
<tr><td>Maximum VDD drop</td><td>0.110 mV</td></tr>
<tr><td>Cell-internal power</td><td>about 360 uW</td></tr>
<tr><td>Register share of total power</td><td>0.559</td></tr>
<tr><td>Switch share</td><td>0.189</td></tr>
<tr><td>Portion of total power attributed to combinational logic</td><td>0.100</td></tr>
<tr><td>Final Power</td><td>approximately 440 uW</td></tr>
<tr><td>Leakage power figure</td><td>between 0.4 and 0.5 nW</td></tr>
<tr><td>Clk network pwr share</td><td>0.341</td></tr>
<tr><th colspan="2">Final timing</th></tr>
<tr><td>Worst setup margin</td><td>slightly below 700 ps</td></tr>
<tr><td>Final hold violation count</td><td>0</td></tr>
<tr><td>Final Cycle Share</td><td>0.791</td></tr>
<tr><td>Maximum operating frequency</td><td>approximately 380 MHz</td></tr>
<tr><td>Count of endpoints failing setup in the final report</td><td>0</td></tr>
<tr><td>Clock tree skew after final layout</td><td>roughly 2.6 ps</td></tr>
<tr><td>Least-Margin Pin Slew</td><td>between 400 and 500 ps</td></tr>
<tr><td>Relative slew slack</td><td>0.679</td></tr>
<tr><td>Slew Viols, Final</td><td>0</td></tr>
<tr><td>Minimum hold slack</td><td>between 400 and 500 ps</td></tr>
<tr><td>Fin Setup TNS</td><td>0 ps</td></tr>
<tr><td>Unrepaired setup endpoints after global routing</td><td>no</td></tr>
<tr><td>Post-route minimum period</td><td>roughly 2600 ps</td></tr>
<tr><th colspan="2">Global routing</th></tr>
<tr><td>Number of global-route vias before repair</td><td>around 900</td></tr>
<tr><td>Largest net degree at the start of global routing</td><td>23</td></tr>
<tr><td>Remaining global-route overflow</td><td>0</td></tr>
<tr><td>Wire length of the first global-routing pass</td><td>4130 um</td></tr>
<tr><td>Antenna violations before repair</td><td>0</td></tr>
<tr><td>Total track usage</td><td>0.0374</td></tr>
<tr><th colspan="2">Finish</th></tr>
<tr><td>Util after Layout</td><td>0.181</td></tr>
<tr><td>Most frequent cells in the layout</td><td>clkdlybuf4s50_1, dfxtp_1, nor2_1, inv_1, xnor2_1</td></tr>
<tr><td>Top cell excl fill/tap</td><td>clkdlybuf4s50_1</td></tr>
<tr><td>Largest registers in the final layout</td><td>S: 20 flops</td></tr>
<tr><td>Number of flip-flops in the largest register</td><td>20</td></tr>
<tr><td>Area growth from synthesis to layout</td><td>43.8%</td></tr>
<tr><td>Register with the most flip-flops</td><td>S</td></tr>
<tr><td>Filler instances</td><td>between 800 and 900</td></tr>
<tr><td>Share of cells above drive strength 1</td><td>0.100</td></tr>
<tr><th colspan="2">Min path</th></tr>
<tr><td>Count of cells along the worst hold path</td><td>1</td></tr>
<tr><td>Launch point of the worst hold path</td><td>S[1]</td></tr>
<tr><td>Worst min-delay path category</td><td>register to register</td></tr>
<tr><th colspan="2">Run</th></tr>
<tr><td>Tool warnings</td><td>25</td></tr>
<tr><td>Max cap viols</td><td>0</td></tr>
<tr><th colspan="2">Outcome</th></tr>
<tr><td>Run status</td><td>finished, final reports clean</td></tr>
<tr><th colspan="2">Placed design</th></tr>
<tr><td>Pre-CTS WS</td><td>691 ps</td></tr>
<tr><td>Final HPWL DP</td><td>about 1800 um</td></tr>
<tr><td>PortBufs</td><td>29</td></tr>
<tr><td>Gp weighted congestion</td><td>~0.73</td></tr>
</table>
[synthesized netlist by cell type, types with 4 or more instances]
cell type and n:
inv_1 8, nor2_1 15, nor3_1 5, nand3_1 7, mux4_2 4, a21oi_1 6, nand2_1 4, xnor2_1 8
or3_1 4, dfxtp_1 20
[through the flow]
step | std cells | instance area [um^2]
global placement | 242 | 1430
CTS | 245 | 1470
finish | 245 | 1470
floorplan | 111 | 1020
global route | 245 | 1470
detailed placement | 242 | 1430
[layer usage]
layer / GRT usage / vias up / share of wire
li1: - / 453 / -
met1: 0.0468 / 412 / 0.45
met2: 0.0688 / 5 / 0.53
met3: 0.00328 / 2 / 0.0080
met4: 0.00521 / 0 / 0.016
met5: 0 / - / 0
[worst register-to-register path: cells and delay by family, from the launching register on]
kind                     cells  cell delay [ps]
AND/OR/NAND/NOR              3              880
flip-flops                   1              380
adder cells (fa/ha/maj)      1              240
multiplexers                 1              350
[power groups by stage]
stage	logic, mW	clock network [mW]	registers (mW)
4_1_cts	0.0450	0.160	0.248
6_report	0.0443	0.151	0.248
5_1_grt	0.0488	0.169	0.248
[layout make-up]
class / count / area, um^2 / area share
clock buffers: 3 / 41.3 / 0.0281
inverters: 8 / 30.0 / 0.0204
multi-input cells: 79 / 569 / 0.387
flip-flops and latches: 20 / 400 / 0.272
well taps: 105 / 131 / 0.0894
repair buffers: 30 / 298 / 0.203
[cell families (layout without fill, tap and decap cells)]
group	count (synthesis)	after routing
XOR/XNOR	10	10
AND/OR/NAND/NOR	49	49
buffers and inverters	12	41
adder cells (fa/ha/maj)	1	1
multiplexers	5	5
flip-flops	20	20
AND-OR/OR-AND	14	14
[path summary, 6_finish.rpt]
path              to  slack [ps]
max reg2reg    S[19]        1330
min             S[1]         470
min reg2reg     S[1]         470
max          muxd[2]         690
Power is estimated from default activity; no workload was simulated.
