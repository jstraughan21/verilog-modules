===== run.sh =====
#!/bin/bash
# OpenROAD 26Q1-2900-gdf79404cd8, Yosys 0.63+post, stock flow scripts
make -C /OpenROAD-flow-scripts/flow DESIGN_CONFIG=/design/flow/config.mk WORK_HOME=/design/flow/orfs finish

===== config.mk =====
export PLATFORM = sky130hd
export DESIGN_NAME = debounce
export DESIGN_NICKNAME = debounce
export VERILOG_FILES = /design/flow/design.v
export SDC_FILE = /design/flow/constraint.sdc
export NUM_CORES = 4
export LEC_CHECK = 1
export CORE_AREA = 10 10 86 86
export DIE_AREA = 0 0 96 96

===== constraint.sdc =====
current_design debounce

set clk_period 3.7
set clk_io_pct 0.2

create_clock -name clk0 -period $clk_period [get_ports {clk}]

set non_clock_inputs [all_inputs -no_clocks]
set_input_delay [expr $clk_period * $clk_io_pct] -clock clk0 $non_clock_inputs
set_output_delay [expr $clk_period * $clk_io_pct] -clock clk0 [all_outputs]

===== design.v =====
module debounce(sigOut, sigIn, clk, rst);
    output sigOut;
    input  sigIn;
    input  clk;
    input  rst;
    reg sigOut;
    reg sync0, sync1;
    reg [22:0] count, nCount;
    parameter WAIT = 23'd10;
    always @(posedge clk) begin
        if (rst == 1)
            sync0 <= 0;
        else
            sync0 <= sigIn;
    end  
    always @(posedge clk) begin
        if (rst == 1)
            sync1 <= 0;
        else
            sync1 <= sync0;
    end
    always @(posedge clk) begin
        if (rst == 1)
            count <= 23'd0;
        else if (sync0 ^ sync1)
            count <= 23'd0;
        else 
            count <= nCount;
    end
    always @(count) begin
        nCount = (count == WAIT) ? 23'd0 : count + 23'd1;
    end
    always @(posedge clk) begin
        if (rst == 1)
            sigOut <= 0;
        else
            sigOut <= (count == WAIT) ? sync1 : sigOut;
    end
endmodule

==> reports/qor.csv <==
metric;value;unit
wire length on met1;986;um
Routed Antenna Nets;0;
Via density;4.24;
#FFs+latches synth;26;
Clock Tree Root;clkbuf_8;
H-Tree Level Count;1;
count of library flops with an enable pin;0;
Routed Wire Length;1990;um
CP Data Arrival Time;2.22;ns
largest net degree at the start of global routing;24;
CP top delay family;simple AND/OR/NAND/NOR gates;
setup TNS;0;ns
drt wl/cell;9.45;um
die width;96;um
dominant synthesized flop cell;dfxtp_1;
adder share;0.0216;
critical-path maximum fanout;6;
floorplan core density;0.209;
clk sink count;26;
post-cts gate resize count;0;
CTS Buf Count;3;
count leader, synth;dfxtp_1;
Compound Share, Synth;0.0756;
Synth Warn #;1;
Via Count;895;
Mux cell area share;0;
Hold WC Path Type;reg2reg;
Leak;0.000400;uW
max_slew headroom;0.779;
Basic Gates by Area;0.309;
share of layout cells above drive strength 1;0.0432;
crit path kind;reg2reg;
initial antenna violation count;0;
Seq/Total Area, Yosys;0.449;
final worst hold slack;0.479;ns
row count;27;
clock skew;0.00683;ns
clk latency late pin;0.27;ns
slew of the pin with the lowest slew margin;0.329;ns
post-synth top area cell;dfxtp_1;
OpenROAD warning count;26;
cts hold-fix bufs;0;
Syn Inst Count;135;
top cells, area;dfxtp_1 45%, xnor2_1 8.3%, nor2_1 6.8%, or3_1 4.3%, a21oi_1 3.5%;
Mapped Area;1160;um2
Total GRT Usage;0.0461;
Buf/Inv on CP;0;
max_cap viols;0;
Largest type area fraction;0.449;
CTS tree;yes;
Tmin final;2.01;ns
CP Cell Sequence;ha_1 > nand3_1 > or4_1 > or3_1 > a21oi_1;
Fin. Hold Viols;0;
type of element launching the critical path;flip-flop;
Initial DRC Count;22;
Top Metal Used;met4;
grt total ovfl;0;
Top non-seq family;simple AND/OR/NAND/NOR gates;
Core ar.;5540;um2
first drt pass iteration count;4;
die area;9220;um2
Slew Limit Fails;0;
achievable frequency;498;MHz
slowest CP cell;or4_1;
status;completed;
RSZ-0062 raised after global routing;no;
maximum VDD drop;0.000210;V
DR WL met3;40;um
DR WL met2;940;um
fin crit share;0.543;
Syn Area/Cell;8.58;um2
Commonest cells post-synth;26 x dfxtp_1, 21 x nor2_1, 11 x xnor2_1;
I/O pin count;4;
gpl congestion;0.842;
yosys stat area;1160;um2
clk slew on worst S/H paths;0.09;ns
number of setup buffers added after CTS;0;
Crit. End Element;flip-flop;
Ant. Diodes;0;
PwrDens;364;nW/um2
number of global-route vias before repair;859;
final setup fails;0;
Port Buffers;3;
Area growth syn-to-layout;14.3;%
chip height;96;um
Post-Synth XOR/XNOR Area;0.113;
DRC Markers;0;
Clock Tree Buf Depth;2;
first-pass GRT wire length;3640;um
Unique masters post-synth;24;
data required time of the worst path;3.91;ns
critical path's largest stage delay;0.64;ns
Detail Placement HPWL;1410;um
ys async rst share;0;
# Cells Yosys;135;
[worst min-delay path: stages, from the launching register on]
cell and delay (ns):
dfxtp_1 0.31, o21ai_0 0.06, a21oi_1 0.06
[flip-flops by register name, indices dropped and copies added (netlist names)]
name	cells
sync0	1
sync1	1
count	23
sigOut	1
[stage by stage]
step           total power, uW  utilization  setup WS, ns  std cells  area, um2
2_1_floorplan              303            -          1.89        135       1160
3_3_place_gp               309        0.229          1.72        207       1270
3_5_place_dp               309        0.229          1.72        207       1270
4_1_cts                    490        0.239          1.69        211       1320
5_1_grt                    504        0.239          1.53        211       1320
6_report                   482        0.239          1.69        211       1320
[layout by cell type, fill, tap and decap left out, types with 2 or more instances in the layout]
cell type,netlist,layout
xnor2_1,11,11
nor3_1,3,3
nand3_1,8,8
inv_1,5,5
a21oi_1,8,8
dfxtp_1,26,26
xor2_1,4,4
nand4_1,5,5
or3_1,8,8
nand2_1,6,6
or4_1,3,3
nor4b_1,2,2
clkdlybuf4s50_1,0,3
nor2b_1,2,2
nor4_1,5,5
nor2_1,21,21
ha_1,2,2
clkbuf_8,0,4
o21ai_0,7,7
[where the power goes]
group	total (uW)	switching (uW)	internal, uW	leakage (uW)
Clock	180	84.7	95.0	0.0000288
Sequential	286	3.07	283	0.000210
Combinational	16.1	9.37	6.71	0.000161
Total	482	97.2	385	0.000400
[cell families (layout without fill, tap and decap cells)]
kind of cell | count (synthesis) | count (layout)
simple gates | 66 | 66
fa+ha+maj | 2 | 2
xor+xnor | 15 | 15
flops | 26 | 26
compound gates | 17 | 17
buf+inv | 9 | 13
[final cells by class]
| type | instances | area, um2 |
|---|---|---|
| Timing Repair Buffer | 4 | 37.5 |
| Sequential cell | 26 | 520 |
| Multi-Input combinational cell | 100 | 602 |
| Inverter | 5 | 18.8 |
| Clock buffer | 4 | 55.1 |
| Tap cell | 72 | 90.1 |
| Fill cell | 626 | 4220 |
[routing by layer]
layer	up-vias	global-route usage
li1	482	-
met1	408	0.0591
met2	3	0.0796
met3	2	0.00865
met4	0	0.00860
met5	-	0
[path summary, 6_finish.rpt]
kind	startpoint	to	slack (ns)	cells past startpoint
worst min register to register	sigOut$_SDFFE_PP0N_	sigOut$_SDFFE_PP0N_	0.48	2
worst min-delay path	sigOut$_SDFFE_PP0N_	sigOut$_SDFFE_PP0N_	0.48	2
worst max register to register	count[0]$_SDFF_PP0_	count[16]$_SDFF_PP0_	1.69	5
worst max-delay path	count[0]$_SDFF_PP0_	count[16]$_SDFF_PP0_	1.69	5
Power and IR drop assume default switching activity.
