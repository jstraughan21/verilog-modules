File: flow/config.mk
export PLATFORM = sky130hd
export DESIGN_NAME = slow_clock
export DESIGN_NICKNAME = slow_clock
export VERILOG_FILES = /design/flow/design.v
export SDC_FILE = /design/flow/constraint.sdc
export NUM_CORES = 4
export LEC_CHECK = 1
export CORE_AREA = 10 10 83 83
export DIE_AREA = 0 0 93 93
File: flow/constraint.sdc
current_design slow_clock

set clk_period 3.6
set clk_io_pct 0.2

create_clock -name clk0 -period $clk_period [get_ports {clkIn}]

set non_clock_inputs [all_inputs -no_clocks]
set_input_delay [expr $clk_period * $clk_io_pct] -clock clk0 $non_clock_inputs
set_output_delay [expr $clk_period * $clk_io_pct] -clock clk0 [all_outputs]
File: flow/design.v
module slow_clock(clkOut, clkIn, rst);
    output clkOut; 
    input  clkIn;
    input  rst;
    reg clkOut = 0;
    reg [22:0] delay, nDelay;
    parameter CYCLES = 23'd4999999;
    always @(posedge clkIn) begin
        if (rst == 1)
            delay <= 23'd0;
        else
            delay <= nDelay;
    end
    always @(delay) begin
        nDelay = (delay == CYCLES) ? 23'd0 : delay + 23'd1;
    end
    always @(delay) begin
        clkOut = (delay == CYCLES) ? ~clkOut : clkOut;
    end
endmodule
File: flow/run.sh
#!/bin/bash
# OpenROAD 26Q1-2900-gdf79404cd8, Yosys 0.63+post, stock flow scripts
make -C /OpenROAD-flow-scripts/flow DESIGN_CONFIG=/design/flow/config.mk WORK_HOME=/design/flow/orfs finish
==> impl_metrics.json <==
{
  "drive_gt1_share_pct": 7.03,
  "status": "completed",
  "num_io_pins": 3,
  "fin_skew_ns": 0.00748,
  "netSwitchingFraction_pct": 20.7,
  "worstSetupPathType": "register to register",
  "leakagePower_nw": 0.386,
  "wirelength_um": 2030,
  "num_antenna_cells": 0,
  "worstHoldStart": "delay[0]$_SDFF_PP0_",
  "cap_violations": 0,
  "grt-ovfl-total": 0,
  "core_region_area_sq_um": 5140,
  "grt_pass1_vias": 798,
  "log.warning_count": 25,
  "final_util_pct": 24.2,
  "synth_cell_types": 27,
  "drv_slew": 0,
  "die_y_um": 93,
  "layout_setup_ws_ns": 1.57,
  "cts_tree": "yes",
  "fin_crit_ns": 2.03,
  "crit_start": "delay[0]$_SDFF_PP0_",
  "die_area_sq_um": 8650,
  "internal_power_w": 0.000340,
  "cp-end-kind": "register",
  "critPathRequiredTime_ns": 3.80,
  "unclocked_pins": 1,
  "hold_violations": 0,
  "finalSetupViolCount": 0,
  "fmax_ghz": 0.492,
  "h-tree-depth": 1,
  "dr.first_iter.drc_count": 101,
  "first_pass_iters": 4,
  "clkPwrFrac_pct": 36.2,
  "hold_buffers": 0,
  "lay_top_count": "dfxtp_1",
  "path_clk_slew_ns": 0.08,
  "ys.flop_type": "dfxtp_1",
  "die_w_um": 93,
  "p_seq_share_pct": 60.7,
  "arrival_ns": 2.23,
  "initCoreUtil_pct": 21.1,
  "cp_max_fo": 7,
  "hold_class": "register to register",
  "track_usage_pct": 4.88,
  "hpwl_um": 1490,
  "vias": 868,
  "untimed_endpoints": 2,
  "route.detailed.drc": 0,
  "finalClockPeriodUsage_pct": 56.4,
  "vias_per_cell": 4.38,
  "slew_headroom_pct": 74.1,
  "syn_inst": 124,
  "ant_nets": 0,
  "numPortBuffers": 2,
  "rows": 26,
  "dp_slack_ns": 1.60,
  "switching_power_w": 0.0000886,
  "fin_total_pwr_w": 0.000428,
  "synth_top_cell_by_area": "dfxtp_1",
  "p_per_area_nw_per_um2": 344,
  "synth_warnings": 2,
  "top_cells_by_area": "dfxtp_1 (42%), xnor2_1 (7.3%), nor2_1 (5.5%)",
  "gp_congestion": 0.828,
  "clockBufferDepth": 2,
  "tightestPinTransition_ns": 0.387,
  "start_kind": "register",
  "lay_top_cells": "dfxtp_1 (23), nor2_1 (16), xnor2_1 (9), nand2_1 (8)",
  "yosys-stat-cells": 124,
  "top_area_share_pct": 42.4,
  "syn_area_per_cell_sq_um": 8.76,
  "synth_area_sq_um": 1090,
  "clock_latency_ns": 0.26,
  "synthArstFlopShare_pct": 0,
  "cts_resized": 0,
  "numCtsBuffers": 3,
  "clockRootBuffer": "clkbuf_8",
  "routedWlPerCell_um": 10.3,
  "ir_worst_vdd_mv": 0.146,
  "antenna_found_initial": 0,
  "grt_first_pass_wirelength_um": 3590,
  "edf_count": 0,
  "tns_ns": 0,
  "fill_cells": 568,
  "syn2layout_area_growth_pct": 14.7,
  "ys_area_sq_um": 1090,
  "p_comb_share_pct": 3.1,
  "timing.rr.start": "delay[0]$_SDFF_PP0_",
  "rsz0062_at_grt": "no",
  "grt_max_degree": 19,
  "ys.flops": 24,
  "post_cts_buffers": 0
}
[layer usage]
layer | vias up | track usage [%] | wire length (um)
li1 | 455 | - | -
met1 | 403 | 7.12 | 1090
met2 | 8 | 7.30 | 853
met3 | 2 | 1.37 | 79
met4 | 0 | 0.386 | 13
met5 | - | 0 | 0
[cells in the mapped netlist, types with 2 or more instances]
cell type	count
inv_1	5
or4_1	5
nand4_1	5
o31ai_1	3
nor3_1	4
nor4b_1	2
a21oi_1	7
clkbuf_1	2
xor2_1	5
nor2_1	16
nand3_1	7
nor4_1	3
nand2_1	8
xnor2_1	9
or3_1	6
o21ai_0	4
dfxtp_1	23
[flip-flops by register name (all words and copies together) (netlist names)]
name    cells
clkOut      1
delay      23
[per-stage QoR]
step | cells | hold WS, ns | area [sq um]
after global routing | 198 | 0.514 | 1250
after CTS | 198 | 0.475 | 1250
after global placement | 194 | 0.447 | 1200
after detailed placement | 194 | 0.455 | 1200
final | 198 | 0.468 | 1250
after floorplan | 124 | 0.430 | 1090
[power groups by stage]
stage	clock, W	combinational, W	sequential (W)
5_1_grt	0.000174	0.0000147	0.000261
6_report	0.000155	0.0000131	0.000260
4_1_cts	0.000161	0.0000133	0.000260
[kinds of logic (layout without fill, tap and decap cells)]
| logic type | after synthesis | count (layout) | share of synthesized area (%) |
|---|---|---|---|
| and+or+nand+nor | 62 | 62 | 32.3 |
| adders and majority gates | 1 | 1 | 1.15 |
| xor gates and xnor gates | 14 | 14 | 11.3 |
| AOI/OAI and AO/OA | 15 | 15 | 8.64 |
| buffers and inverters | 8 | 12 | 2.88 |
| DFF | 23 | 23 | 42.4 |
| latches | 1 | 1 | 1.38 |
[critical path, cell delays in order, from the launching register on]
cell	delay [ns]
dfxtp_1	0.37
ha_1	0.24
nand4_1	0.18
or3_1	0.52
or4_1	0.50
a21oi_1	0.16
[path summary, 6_finish.rpt]
path	to	slack, ns	cells past startpoint
setup / recovery	delay[22]$_SDFF_PP0_	1.57	5
hold / removal	delay[0]$_SDFF_PP0_	0.47	1
setup reg to reg	delay[22]$_SDFF_PP0_	1.57	5
hold reg to reg	delay[0]$_SDFF_PP0_	0.47	1
[cell type report]
cell class | count | area (sq um) | area share [%]
Clock buffer | 3 | 41.3 | 3.31
Clock inverter | 1 | 5.00 | 0.402
Inverter | 5 | 18.8 | 1.51
Multi-Input combinational cell | 92 | 591 | 47.4
Sequential cell | 24 | 475 | 38.2
Tap cell | 70 | 87.6 | 7.03
Timing Repair Buffer | 3 | 27.5 | 2.21
